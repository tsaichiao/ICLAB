==> flow/design.v <==
module BB(
    input clk,
    input rst_n,
    input in_valid,
    input [1:0] inning,    
    input half,            
    input [2:0] action,    
    output reg out_valid,   
    output reg [7:0] score_A,   
    output reg [7:0] score_B,   
    output reg [1:0] result     
);
parameter IDLE      = 3'd0;
parameter INPUT_A 	= 3'd2;
parameter INPUT_B   = 3'd3;
parameter OUTPUT	= 3'd1;
reg [2:0] c_state;
reg [2:0] n_state;
reg [1:0] out_count;  
reg [2:0] base;       
reg [2:0] n_score;
reg [2:0] n_base;
reg [2:0] n_out;
reg [4:0] score_A_;
reg [2:0] score_B_;
reg [3:0] score_sel;
reg [3:0] score_;
reg n_early_stop;
reg early_stop;
always@(posedge clk or negedge rst_n) begin
    if(!rst_n)
        c_state <= IDLE;  
    else 
        c_state <= n_state;
end
always@(*) begin
    case(c_state)
		IDLE :  n_state = (in_valid) ? INPUT_A : IDLE;
		INPUT_A : n_state = (half) ? INPUT_B : INPUT_A;
        INPUT_B : n_state = (in_valid) ? ((half) ? INPUT_B : INPUT_A) : OUTPUT;
        OUTPUT : n_state =  IDLE;
		default : n_state = IDLE;
    endcase
end
CALCULATION cal01(.action(action), .base(base), .out(out_count), .new_score(n_score), .new_base(n_base), .new_out(n_out));
assign score_sel = half ? score_B_ : score_A_;
assign score_ = score_sel + n_score;
always@(posedge clk  ) begin
        if(n_state == INPUT_A) begin
            score_A_ <= score_;
        end
        else if(n_state == IDLE )begin
	    	score_A_ <= 0;
        end
        else score_A_ <= score_A_;
end
always@(posedge clk ) begin
        if(n_state == INPUT_B && !n_early_stop) begin
            score_B_ <= score_;
        end
        else if(n_state == IDLE )begin
	    	score_B_ <= 0;
        end
        else score_B_ <= score_B_;
end
always@(posedge clk) begin
    if(n_state == IDLE) begin
        base <= 0;
        out_count <= 0;
    end
    else begin
        base <= (n_out  > 2) ? 3'b000 : n_base;
        out_count <= (n_out  > 2) ? 0 : n_out;
    end
end
always@(posedge clk  ) begin
    if(n_state == IDLE ) 
        early_stop <= 0;
    else 
    early_stop <= n_early_stop;
end
always@(*) begin
    if(c_state == IDLE) 
        n_early_stop = 0;
    else if(c_state == INPUT_A && inning == 3 && half  && score_B_ > score_A_)
        n_early_stop = 1;
    else  n_early_stop = early_stop;
end
always@(*) begin
    if(c_state == OUTPUT)
        out_valid = 1;
    else out_valid = 0;
end
always@(*) begin
    if(c_state == OUTPUT ) begin
        score_A = score_A_;
        score_B = score_B_;
    end
    else begin
        score_A = 0;
        score_B = 0;
    end
end
always@(*) begin
    if(c_state == OUTPUT ) begin
        if(score_A > score_B) result = 0;
        else if(score_A < score_B) result = 1;
        else result = 2;
    end
    else result = 0;
end
endmodule
module CALCULATION(
    input [2:0] action,
    input [2:0] base,
    input [1:0] out,   
    output reg [2:0] new_score, 
    output reg [2:0] new_base,
    output reg [2:0] new_out
);
parameter Walk        = 3'd0;
parameter Single      = 3'd1;
parameter Double      = 3'd2;
parameter Triple      = 3'd3;
parameter Home_run    = 3'd4;
parameter Bunt        = 3'd5;
parameter Ground_ball = 3'd6;
parameter Fly_ball    = 3'd7;
always@(*) begin  
    case(action)
        Walk        : new_score = (base == 3'b111) ?  1 : 0;
        Single      : begin
                        if(out == 2) new_score = base[2] + base[1];
                        else  
                            if(base[2]) new_score = 1;  
                            else new_score = 0;
                    end
        Double      : begin
                        if(out == 2) new_score = base[2] + base[1] + base[0];
                        else new_score = base[2] + base[1];
                    end
        Triple      : new_score = base[2] + base[1] + base[0];
        Home_run    : new_score = base[2] + base[1] + base[0] + 1; 
        Bunt        : new_score = (out == 2) ? 0 : base[2];
        Ground_ball : new_score = (out[1]  || (out[0]  && base[0])) ? 0 : base[2];
        Fly_ball    : new_score = (out == 2) ? 0 : base[2];
    endcase
end
always@(*) begin  
    case(action)
        Walk        : 
                    case(base)
                        3'b000: new_base = 3'b001;
                        3'b001: new_base = 3'b011;
                        3'b010: new_base = 3'b011;
                        3'b100: new_base = 3'b101;
                        3'b011: new_base = 3'b111;
                        3'b101: new_base = 3'b111;
                        3'b110: new_base = 3'b111;
                        3'b111: new_base = 3'b111;
                    endcase
        Single      : begin
                        if(out[1]) new_base = {base[0],2'b01};  
                        else new_base = {base[1],base[0],1'b1};  
                    end
        Double      : begin
                        if(out == 2) new_base = 3'b010;  
                        else new_base = {base[0],2'b10};
                    end
        Triple      : new_base = 3'b100;
        Home_run    : new_base = 3'b000; 
        Bunt        : new_base = {base[1],base[0],1'b0};  
        Ground_ball : new_base = {base[1],2'b00};
        Fly_ball    : new_base = {1'b0,base[1],base[0]};
    endcase
end
always@(*) begin  
    case(action) 
        Bunt : new_out = out + 1;
        Ground_ball : new_out = out + base[0] + 1; 
        Fly_ball : new_out = out + 1;
        default : new_out = out;
    endcase
end
endmodule
==> flow/run.sh <==
#!/bin/bash
# OpenROAD 26Q1-2900-gdf79404cd8, Yosys 0.63+post, stock flow scripts
make -C /OpenROAD-flow-scripts/flow DESIGN_CONFIG=/design/flow/config.mk WORK_HOME=/design/flow/orfs finish
==> flow/config.mk <==
export PLATFORM = sky130hd
export DESIGN_NAME = BB
export DESIGN_NICKNAME = BB
export VERILOG_FILES = /design/flow/design.v
export SDC_FILE = /design/flow/constraint.sdc
export NUM_CORES = 4
export LEC_CHECK = 1
export CORE_UTILIZATION = 30
==> flow/constraint.sdc <==
current_design BB

set clk_period 2.9
set clk_io_pct 0.2

create_clock -name clk0 -period $clk_period [get_ports {clk}]

set non_clock_inputs [all_inputs -no_clocks]
set_input_delay [expr $clk_period * $clk_io_pct] -clock clk0 $non_clock_inputs
set_output_delay [expr $clk_period * $clk_io_pct] -clock clk0 [all_outputs]
==> Slide: Implementation Results <==
Key Metrics from the Run

Worst setup path
  – Setup slack, reg-to-reg: approximately 0.24 ns
  – Worst setup EP type: primary output
  – Worst r2r path cells: 10
  – Reg-to-Reg End: score_B_[2]$_SDFFCE_PN0P_
  – Startpoint Class: register
  – CP Class: reg -> out
  – FF-to-FF Start: base[1]$_SDFFE_PP0P_
  – Worst path required time: between 2 and 2.5 ns
  – Crit-path max FO: 7
  – CP Data Arrival Time: 2.14 ns

Clocking
  – H-tree levels: 1
  – CTS tree: built
  – Worst-skew pair later-pin latency: about 0.25 ns
  – CTS clk-pin slew, worst paths: approximately 0.07 ns
  – Post-CTS Setup Inserts: 0
  – Total CTS buffers: 3
  – CTS Buffer Depth: 2
  – Root buf cell: clkbuf_8
  – Clk sink count: 17

Synth
  – Syn Std Cell Area: roughly 1500 sq um
  – Synth flops: 17
  – Post-synth EDFFs: 7
  – Syn Area/Cell: roughly 8.3 sq um
  – Post-synth seq share: 0.287
  – Ys async rst share: 0.235
  – Synthesized instance count: roughly 180
  – Post-synthesis cell type count: ~42
  – # Cells Yosys: between 150 and 200
  – Yosys warns: 4
  – Commonest flop: edfxtp_1
  – Post-synthesis chip area from yosys: between 1500 and 2000 sq um

Placement
  – Dpl cell area: 1790 sq um
  – Dpl hpwl: between 2 and 3 mm
  – PortBufs: 18
  – Inst Count DP: ~270
  – Post-placement setup slack: -0.0497 ns
  – Routability congestion estimate: about 0.9

Routing
  – Starting DRT DRC Count: 24
  – Number of remaining DRC errors: 0
  – Drt wl/cell: 11.2 um
  – Antenna Nets Post-Route: 0
  – Final wirelength: approximately 3.1 mm
  – Drt via density: around 4.6
  – Diodes inserted: 0
  – First-pass DRT Iterations: 4
  – Vias after detailed routing: approximately 1,300

Timing
  – Slew margin rel.: 0.674
  – Cycle use final: 0.937
  – F_max: 368 MHz
  – Worst Setup Slack, final: 0.183 ns
  – Fin crit period: between 2 and 3 ns
  – Setup Viol. Count Final: 0
  – Post-Route Setup TNS: 0 ns
  – Clk_skew: between 0.002 and 0.0025 ns
  – Worst Tran Pin Value: about 0.48 ns
  – Final Slew Violations: 0
  – Fin. Hold Viols: 0
  – Hold Worst Slack: a little over 0.5 ns
  – RSZ-0062 raised after global routing: no

Run
  – Max cap viols: 0
  – Number of OpenROAD warnings: 30

Min path
  – Hold depth: 2
  – HP Start: c_state[0]$_DFF_PN1_
  – Hold path endpoint: c_state[0]$_DFF_PN1_
  – Hold Crit Class: reg -> reg

Global routing
  – Vias in the first global route: 1,177
  – Antenna violations before repair: 0
  – Tot GR Track Use: 0.126
  – Total grt overflow: 0
  – Largest net degree at the start of global routing: 13
  – Global-route wire length before repair: 5.21 mm

Floorplanning
  – # IOs: 28
  – Row Count: 25
  – Fp_density: 0.315
  – Die height: 72.9 um
  – Chip width: between 70 and 80 um
  – Chip area: roughly 5300 sq um
  – CORE AREA: about 4800 sq um

Layout
  – Layout cells sized above 1: 0.129
  – Finished Layout Cells: about 280
  – Final instance area: between 1500 and 2000 sq um
  – Commonest Layout Cell: nor2_1
  – Synth-to-layout area growth: 22.6%
  – Final Core Density: 0.386
  – Top Layout Cells: 22 x nor2_1, 19 x nand2_1, 19 x ha_1
  – FILL cells: 489

Power and ir drop
  – Overall Power: just over 0.8 mW
  – Leak: 0.801 nW
  – Max IR drop VDD: roughly 240 uV
  – Power density over the cells: 436 nW/um^2

Run status
  – Status: complete, no violations
-- routing by layer --
layer | GRT usage | wire length, um
met5 | 0 | 0
met2 | 0.195 | 1420
met1 | 0.201 | 1610
met3 | 0.0140 | 66
met4 | 0.0131 | 12
-- kinds of logic (layout without fill, tap and decap cells) --
family,after synthesis,count (layout),synth area share
other,1,9,0.00249
xor gates and xnor gates,2,2,0.0116
DFF,17,17,0.287
muxes,2,2,0.0141
buffers and inverters,34,54,0.117
AOI/OAI and AO/OA,40,40,0.184
and+or+nand+nor,65,65,0.199
adders and majority gates,21,21,0.184
-- power breakdown --
group | internal [mW] | switching, mW | leakage (nW)
Combinational | 0.133 | 0.163 | 0.601
Clock | 0.0975 | 0.0826 | 0.0228
Sequential | 0.296 | 0.0317 | 0.178
Total | 0.527 | 0.278 | 0.801
-- synth_stat cells, drive strengths merged, types with 3 or more instances --
cell / n / area (sq um)
nor2: 22 / 82.6
nand2: 20 / 77.6
ha: 19 / 238
inv: 19 / 71.3
buf: 13 / 87.6
a21oi: 12 / 60.1
o21ai: 9 / 45.0
edfxtp: 7 / 210
dfxtp: 6 / 120
nand3: 5 / 25.0
nor2b: 5 / 31.3
and2: 3 / 18.8
dfrtp: 3 / 75.1
nand4: 3 / 18.8
nor3b: 3 / 22.5
o22ai: 3 / 18.8
-- area by class of cell --
cell class                      instances  area, sq um  share of cell area
Clock buffer                            4         45.0              0.0244
Multi-Input combinational cell        139          936               0.507
Sequential cell                        17          433               0.234
Timing Repair Buffer                   31          278               0.150
Inverter                               19         71.3              0.0386
Tap cell                               67         83.8              0.0454
-- state kept, by name (all words and copies together) (netlist names) --
signal,flops
early_stop,1
score_A_,4
c_state,4
base,3
score_B_,3
out_count,2
-- critical path, cell delays in order (launching register included) --
cell,delay [ns]
dfrtp_2,0.46
inv_2,0.11
nor2_1,0.07
ha_1,0.29
nor2b_1,0.13
o21ai_0,0.08
nand2_1,0.07
nor3b_1,0.19
clkdlybuf4s50_1,0.49
-- how the worst max path moves through the flow --
stage / from / to / slack, ns / depth (start not counted)
after global routing: base[1]$_SDFFE_PP0P_ / score_B_[2]$_SDFFCE_PN0P_ / 0.01 / 10
final: c_state[2]$_DFF_PN0_ / result[1] / 0.18 / 8
after CTS: c_state[2]$_DFF_PN0_ / result[1] / 0.08 / 8
-- repair_timing --
| action | CTS | global route |
|---|---|---|
| hold buffers | 0 | 0 |
| gates resized | 0 | 3 |
| setup endpoints to repair | 0 | 4 |
Power and IR drop assume default switching activity.
