==> flow/design.v <==
module SSC(
    card_num,
    input_money,
    snack_num,
    price, 
    out_valid,
    out_change
);
input [63:0] card_num;
input [8:0] input_money;
input [31:0] snack_num;
input [31:0] price;
output out_valid;
output [8:0] out_change;    
wire [3:0]map[0:7];
wire [8:0]sum;
wire [7:0]price_total[0:7];
wire [7:0]sort_out[0:7];
reg  [8:0]out_change_;
reg out_valid_;
wire signed [9:0]s2,s5,s4,s7;
wire signed [8:0]s1,s6,s3,s8;
assign map[0] = (card_num[63:60] > 4) ? (card_num[63:60] << 1) + 4'b0111 : (card_num[63:60] << 1);
assign map[1] = (card_num[55:52] > 4) ? (card_num[55:52] << 1) + 4'b0111 : (card_num[55:52] << 1);
assign map[2] = (card_num[47:44] > 4) ? (card_num[47:44] << 1) + 4'b0111 : (card_num[47:44] << 1);
assign map[3] = (card_num[39:36] > 4) ? (card_num[39:36] << 1) + 4'b0111 : (card_num[39:36] << 1);
assign map[4] = (card_num[31:28] > 4) ? (card_num[31:28] << 1) + 4'b0111 : (card_num[31:28] << 1);
assign map[5] = (card_num[23:20] > 4) ? (card_num[23:20] << 1) - 9 : (card_num[23:20] << 1);
assign map[6] = (card_num[15:12] > 4) ? (card_num[15:12] << 1) + 4'b0111 : (card_num[15:12] << 1);
assign map[7] = (card_num[7:4]   > 4) ? (card_num[7:4]   << 1) - 9 : (card_num[7:4]   << 1);
assign sum = map[0] + card_num[59:56] +
             map[1] + card_num[51:48] +
             map[2] + card_num[43:40] +
             map[3] + card_num[35:32] +
             map[4] + card_num[27:24] +
             map[5] + card_num[19:16] +
             map[6] + card_num[11:8]  +
             map[7] + card_num[3:0];
always@(*) begin
    case(sum)
        50,60,70,80,90,100,110,120 : out_valid_ = 1;
        default : out_valid_ = 0;
    endcase
end
assign out_valid = out_valid_;
multiplier mul0(price[3:0],   snack_num[3:0],   price_total[0]);
multiplier mul1(price[7:4],   snack_num[7:4],   price_total[1]);
multiplier mul2(price[11:8],  snack_num[11:8],  price_total[2]);
multiplier mul3(price[15:12], snack_num[15:12], price_total[3]);
multiplier mul4(price[19:16], snack_num[19:16], price_total[4]);
multiplier mul5(price[23:20], snack_num[23:20], price_total[5]);
multiplier mul6(price[27:24], snack_num[27:24], price_total[6]);
multiplier mul7(price[31:28], snack_num[31:28], price_total[7]);
Sort_8_element sort(.in0(price_total[0]), .in1(price_total[1]), .in2(price_total[2]), .in3(price_total[3]), 
                    .in4(price_total[4]), .in5(price_total[5]), .in6(price_total[6]), .in7(price_total[7]),
                    .out0(sort_out[0]) , .out1(sort_out[1]) , .out2(sort_out[2]) , .out3(sort_out[3]), 
                    .out4(sort_out[4]) , .out5(sort_out[5]) , .out6(sort_out[6]) , .out7(sort_out[7]) );
assign s1 = input_money + ~sort_out[0] + 1'b1;
assign s2 = s1 + ~sort_out[1] + 1'b1;
assign s3 = s2 + ~sort_out[2] + 1'b1;
assign s4 = s3 + ~sort_out[3] + 1'b1;
assign s5 = s4 + ~sort_out[4] + 1'b1;
assign s6 = s5 + ~sort_out[5] + 1'b1;
assign s7 = s6 + ~sort_out[6] + 1'b1;
assign s8 = s7 + ~sort_out[7] + 1'b1;
always@(*) begin
    if(sort_out[0] > input_money || !out_valid) begin
        out_change_ = input_money;
    end
    else if(sort_out[2] > s2) begin
        out_change_ = s2;
    end
    else if(sort_out[1] > s1) begin
        out_change_ = s1;
    end
    else if(sort_out[3] > s3) begin
        out_change_ = s3;
    end
    else if(sort_out[4] > s4) begin
        out_change_ = s4;
    end
    else if(sort_out[5] > s5) begin
        out_change_ = s5;
    end
    else if(sort_out[6] > s6) begin
        out_change_ = s6;
    end
    else if(sort_out[7] > s7) begin
        out_change_ = s7;
    end
    else begin
        out_change_ = s8;
    end
end
assign out_change = out_change_;
endmodule
module Sort_8_element(
	in0, in1, in2, in3, in4, in5, in6, in7,
	out0, out1, out2, out3, out4, out5, out6, out7
);
input [7:0] in0, in1, in2, in3, in4, in5, in6, in7;
output [7:0] out0, out1, out2, out3, out4, out5, out6, out7;
wire [7:0] a[0:7], b[0:7], c[0:7], d[0:3], e[0:3], f[0:5];
assign a[0] = ( in2>in0 ) ? in2 : in0 ;
assign a[2] = ( in2>in0 ) ? in0 : in2 ;
assign a[1] = ( in3>in1 ) ? in3 : in1 ;
assign a[3] = ( in3>in1 ) ? in1 : in3 ;
assign a[4] = ( in6>in4 ) ? in6 : in4 ;
assign a[6] = ( in6>in4 ) ? in4 : in6 ;
assign a[5] = ( in5>in7 ) ? in5 : in7 ;
assign a[7] = ( in5>in7 ) ? in7 : in5 ;
assign b[0] = ( a[0]>a[4] ) ? a[0] : a[4] ;
assign b[4] = ( a[0]>a[4] ) ? a[4] : a[0] ;
assign b[1] = ( a[5]>a[1] ) ? a[5] : a[1] ;
assign b[5] = ( a[5]>a[1] ) ? a[1] : a[5] ;
assign b[2] = ( a[6]>a[2] ) ? a[6] : a[2] ;
assign b[6] = ( a[6]>a[2] ) ? a[2] : a[6] ;
assign b[3] = ( a[3]>a[7] ) ? a[3] : a[7] ;
assign b[7] = ( a[3]>a[7] ) ? a[7] : a[3] ;
assign c[0] = ( b[0]>b[1] ) ? b[0] : b[1] ;
assign c[1] = ( b[0]>b[1] ) ? b[1] : b[0] ;
assign c[2] = ( b[3]>b[2] ) ? b[3] : b[2] ;
assign c[3] = ( b[3]>b[2] ) ? b[2] : b[3] ;
assign c[4] = ( b[4]>b[5] ) ? b[4] : b[5] ;
assign c[5] = ( b[4]>b[5] ) ? b[5] : b[4] ;
assign c[6] = ( b[6]>b[7] ) ? b[6] : b[7] ;
assign c[7] = ( b[6]>b[7] ) ? b[7] : b[6] ;
assign out0 = c[0] ;
assign out7 = c[7] ;
assign d[0] = ( c[2]>c[4] ) ? c[2] : c[4] ;
assign d[2] = ( c[2]>c[4] ) ? c[4] : c[2] ;
assign d[1] = ( c[5]>c[3] ) ? c[5] : c[3] ;
assign d[3] = ( c[5]>c[3] ) ? c[3] : c[5] ;
assign e[0] = ( c[1]>d[2] ) ? c[1] : d[2] ;
assign e[2] = ( c[1]>d[2] ) ? d[2] : c[1] ;
assign e[1] = ( d[1]>c[6] ) ? d[1] : c[6] ;
assign e[3] = ( d[1]>c[6] ) ? c[6] : d[1] ;
assign f[0] = ( e[0]>d[0] ) ? e[0] : d[0] ;
assign f[1] = ( e[0]>d[0] ) ? d[0] : e[0] ;
assign f[2] = ( e[1]>e[2] ) ? e[1] : e[2] ;
assign f[3] = ( e[1]>e[2] ) ? e[2] : e[1] ;
assign f[4] = ( d[3]>e[3] ) ? d[3] : e[3] ;
assign f[5] = ( d[3]>e[3] ) ? e[3] : d[3] ;
assign out1 = f[0] ;
assign out2 = f[1] ;
assign out3 = f[2] ;
assign out4 = f[3] ;
assign out5 = f[4] ;
assign out6 = f[5] ;
endmodule
module multiplier (
    input [3:0] A,        
    input [3:0] B,        
    output [7:0] OUT      
);
    wire [7:0] products [3:0];
    assign products[0] = A & {8{B[0]}};
    assign products[1] = (A & {8{B[1]}}) << 1;
    assign products[2] = (A & {8{B[2]}}) << 2;
    assign products[3] = (A & {8{B[3]}}) << 3;
    assign OUT = (products[3] + products[2]) + (products[0] + products[1]);
endmodule
==> flow/run.sh <==
#!/bin/bash
# OpenROAD 26Q1-2900-gdf79404cd8, Yosys 0.63+post, stock flow scripts
make -C /OpenROAD-flow-scripts/flow DESIGN_CONFIG=/design/flow/config.mk WORK_HOME=/design/flow/orfs finish
==> flow/config.mk <==
export PLATFORM = sky130hd
export DESIGN_NAME = SSC
export DESIGN_NICKNAME = SSC
export VERILOG_FILES = /design/flow/design.v
export SDC_FILE = /design/flow/constraint.sdc
export NUM_CORES = 4
export LEC_CHECK = 1
export CORE_UTILIZATION = 50
==> flow/constraint.sdc <==
current_design SSC

set clk_period 45.7
set clk_io_pct 0.2

create_clock -name clk0 -period $clk_period

set non_clock_inputs [all_inputs -no_clocks]
set_input_delay [expr $clk_period * $clk_io_pct] -clock clk0 $non_clock_inputs
set_output_delay [expr $clk_period * $clk_io_pct] -clock clk0 [all_outputs]
==> impl_metrics.yaml <==
# generated from flow reports
route:
  ant_nets: 0
  remaining_drc_errors: 0
  totalWireLength_microns: 48700
  dr.pass1.iters: 5
  num_vias: 16205
  viasPerCell: 5.56
  wl_per_cell_microns: 16.7
  drt_iter0_drc: 975
  insertedDiodeCount: 0
synthesis:
  top_cell_area_share_pct: 25.7
  syn_area_sq_um: 17900
  ys_cells: 2346
  synth_cells: 2346
  area_leaders: "ha_1 (26%), fa_1 (11%), inv_1 (7.0%)"
  yosys-stat-area_sq_um: 17900
  avgSynthCellArea_sq_um: 7.63
  synth_seq_share_pct: 0
  synth_area_leader_cell: "ha_1"
  yosysWarnings: 3
  ys_types: 97
floorplanning:
  io_pins: 147
  core_sq_um: 34900
  die_width_microns: 191
  fp_util_pct: 51.3
  rows: 68
  dieArea_sq_um: 36600
  chipHeight_microns: 191
grt:
  antenna_found_initial: 0
  grt_max_degree: 42
  track_usage_pct: 27.9
  gr-total-overflow: 0
  grt_pass1_vias: 15353
  grt_pass1_wl_microns: 79000
setup_path:
  worstPathRequired_ps: 36560
  critical_path.most_common_cell: "ha_1"
  crit_slowest_cell: "a21oi_1"
  start_kind: "primary input"
  arrival_ps: 32530
  cpPeakStageDelay_ps: 620
  worstSetupPathType: "primary input to output port"
  critPathTopFamily: "AND-OR/OR-AND gates"
  path_buffers: 14
  critPathCaptureType: "output port"
  critPathMaxFanout: 39
sta:
  setup_tns_ps: 0
  period_used_pct: 91.2
  worst_pin_slew_ps: 1040
  setup_viol_count_final: 0
  slew_headroom_pct: 28.9
  hold_viol: 0
  fmax_ghz: 0.0240
  drv_slew: 0
  rsz0062_at_grt: "no"
  finalCriticalPeriod_ps: 41670
place:
  hpwlAfterDp_microns: 43700
  io_buffer_count: 147
  gp_congestion: 0.977
cells_and_area:
  flop_area_sq_um: 0
  clkbuf_count: 0
  drive_gt1_share_pct: 5.73
  syn_to_final_growth_pct: 11.2
  ff_count: 0
clock_network:
  ctsResizeCount: 0
  cts_setup_buffers: 0
  ctsHoldBuffers: 0
status:
  outcome: "complete, no violations"
run:
  warnings: 98
  max-cap-violations: 0
min_path:
  hold_path.class: "primary input to output port"
layer usage:
layer  track usage, %  vias up  share of wire [%]  routed length, microns
met4             4.43        0                1.9                     934
met2             46.6      301                 46                   22600
met3             1.42       45                3.5                    1700
met1             40.8     7434                 48                   23500
met5                0        -                  0                       0
li1                 -     8425                  -                       -
logic make-up after synthesis:
kind of cell	Yosys count	share of synthesized area, %
simple gates	591	16.9
buf+inv	386	8.26
compound gates	624	22.5
fa+ha+maj	470	37.0
mux	179	10.6
xor+xnor	96	4.74
through the flow:
stage,cells,hold slack [ps],setup WS (ps),utilization [%],cell area (sq um)
floorplan,2346,18350,7130,-,17900
global placement,2917,19540,4480,57.1,19900
detailed placement,2917,19530,4250,57.1,19900
CTS,2917,19540,4120,57.1,19900
global route,2917,19540,2050,57.1,19900
finish,2917,19530,4030,57.1,19900
layout by cell type, fill, tap and decap left out, drive strengths merged, types with 38 or more instances in the layout:
cell type        n
a21oi          236
nor2           152
o21ai          114
fa             100
ha             368
mux2i          118
nand2          140
inv            334
clkdlybuf4s50  147
mux2            61
xor2            47
a21o            72
o21bai          38
and2           106
xnor2           49
synth_stat cells (16+ instances only):
library cell / count
a211oi_1: 16
inv_1: 333
nor2b_1: 28
and2_1: 105
o21bai_1: 37
fa_1: 100
ha_1: 368
mux2i_1: 113
nand2_1: 138
nand2b_1: 29
xnor2_1: 49
a21oi_1: 229
o21a_1: 34
a21o_1: 72
nand4_1: 27
nor2_1: 152
xor2_1: 46
o21ai_0: 102
mux2_2: 61
clkbuf_1: 39
nand3_1: 35
path summary, 6_finish.rpt:
kind	from	to	slack, ps	cells past startpoint
worst min-delay path	input_money[8]	out_change[8]	19530	4
worst max-delay path	price[24]	out_change[0]	4030	101
cell type report:
type | count | area [sq um]
Multi-Input combinational cell | 1960 | 16500
Tap cell | 455 | 569
Inverter | 334 | 1250
Timing Repair Buffer | 168 | 1630
Fill cell | 3217 | 15000
